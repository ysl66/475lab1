==> design/flow/run.sh <==
#!/bin/bash
# OpenROAD 26Q1-2900-gdf79404cd8, Yosys 0.63+post, stock flow scripts
make -C /OpenROAD-flow-scripts/flow DESIGN_CONFIG=/design/flow/config.mk WORK_HOME=/design/flow/orfs finish
==> design/flow/config.mk <==
export PLATFORM = sky130hd
export DESIGN_NAME = clock_divider
export DESIGN_NICKNAME = clock_divider
export VERILOG_FILES = /design/flow/design.v
export SDC_FILE = /design/flow/constraint.sdc
export NUM_CORES = 4
export LEC_CHECK = 1
export CORE_AREA = 10 10 83 83
export DIE_AREA = 0 0 93 93
==> design/flow/constraint.sdc <==
current_design clock_divider

set clk_period 2.8
set clk_io_pct 0.2

create_clock -name clk0 -period $clk_period [get_ports {clock}]

set non_clock_inputs [all_inputs -no_clocks]
set_input_delay [expr $clk_period * $clk_io_pct] -clock clk0 $non_clock_inputs
set_output_delay [expr $clk_period * $clk_io_pct] -clock clk0 [all_outputs]
==> design/flow/design.v <==
module clock_divider (clock, divided_clock);
	input 			 clock;
	output 	       divided_clock;
	reg 		[31:0] divided_clocks;
	initial
		divided_clocks <= 0;
	always @(posedge clock) begin
		divided_clocks <= divided_clocks + 1;
	end
	assign divided_clock = divided_clocks[15];
endmodule 
==> results.cfg <==
; implementation run metrics
[pwr]
clockPowerShare_pct = 47.1
p_switching_mw = 0.07775
internal_power_mw = 0.3522
ir_drop_uv = 153.1
p_total_mw = 0.4300
pwr-share-comb_pct = 0
leakagePower_nw = 0.2394
switching_share_pct = 18.08
power.density_nw_per_um2 = 591.5
seqPwrFrac_pct = 52.9

[placed_design]
io_buffers = 1
place_congestion = 0.7175
dpl.hpwl_um = 529.6

[setup_path]
cp_num_buf_inv = 1
slowest_delay_ns = 0.47
cpMaxStageDelayCell = clkdlybuf4s50_1
criticalPathCategory = reg2out
cp_max_fo = 2
critPathCaptureType = output pin
required_ns = 2.24
cp.arrival_ns = 1.05
crit_path_start_kind = flop
cp_cell_sequence = clkdlybuf4s50_1
cp_top_family = buffers and inverters

[run]
cap_violations = 0
tool_warnings = 25

[cts]
cts_buffers = 3
post-cts-setup-buffers = 0
clock_latency_ns = 0.25
htree_num_levels = 1
cts_tree = done
clock_path_buffers = 2
clk_pin_slew_worst_paths_ns = 0.06
cts_hold_buf = 0
clkSinkCount = 16
clock-root-buffer = clkbuf_8
cts_resized = 0

[yosys]
ys_warn_count = 1
syn_area_um2 = 574.3
synthTopLogicFamily = XOR/XNOR gates
ys.flops = 16
ys_sh_simple_pct = 19.39
mux_share_pct = 0
adder_share_pct = 2.179
ys_chip_area_um2 = 574.3
ys_types = 13
aoi_share_pct = 0
synth_cells = 52
xor_area_share_pct = 21.35
yosys-stat-cells = 52
yosys.stat.seqShare_pct = 55.77
syn_avg_cell_area_um2 = 11.04

[global_route]
top_usage_layer = met1
use_met3_pct = 1.535
overflow = 0
grt.met2_usage_pct = 2.512
antenna_found_initial = 0
grt_use_total_pct = 2.004
use_met1_pct = 2.695
grt_start_max_net_pins = 10
grt_pass1_wl_mm = 1.462
grt_pass1_vias = 333

[final_timing]
slew_violations = 0
max_freq_mhz = 620.2
hold_viol = 0
fin_crit_sh_pct = 57.58
worst_slew_pin_slew_ns = 0.2646
slew_headroom_pct = 82.30
skew_ns = 0.002697
fin_setup_tns_ns = 0
rsz0062_at_grt = false
setup_viol = 0
period_minus_slack_ns = 1.612

[cells_and_area]
top_regs = divided_clocks x16
regMostFlops = divided_clocks
largest_reg_flops = 16
area.growth.synth_to_final_pct = 26.58
fillerInstances = 605
layout-drive-gt1-share_pct = 10.53

[routing]
ant_nets = 0
viasPerCell = 2.630
route.detailed.drc = 0
num_vias = 334
drt_pass1_iterations = 2
antennaDiodeCount = 0
wl_per_cell_um = 6.102
wl_um = 775
drt_iter0_markers = 8

[hold_path]
holdCritPathClass = reg2reg

[floorplan]
ios = 2
dieArea_um2 = 8649
die_x_um = 93
rows = 26
die_h_um = 93
core_um2 = 5140
initial_core_util_pct = 11.17

[run_status]
outcome = finished clean
-- layout make-up --
class,instances,area [um^2],share of cell area [%]
well taps,70,87.58,12.05
inverters,2,7.507,1.033
flip-flops and latches,16,320.3,44.06
multi-input cells,34,246.5,33.91
clock buffers,4,55.05,7.573
repair buffers,1,10.01,1.377
-- routing by layer --
layer / wire, um / share of wire [%] / vias up
met2: 272 / 35 / 5
li1: - / - / 181
met5: 0 / 0 / -
met3: 78 / 10 / 0
met1: 424 / 55 / 148
met4: 0 / 0 / 0
-- final timing paths --
| path | start | end | slack, ns | cells past startpoint |
|---|---|---|---|---|
| max | divided_clocks[15] | divided_clock | 1.19 | 1 |
| min | divided_clocks[0] | divided_clocks[0] | 0.41 | 1 |
| max reg2reg | divided_clocks[0] | divided_clocks[10] | 1.44 | 5 |
| min reg2reg | divided_clocks[0] | divided_clocks[0] | 0.41 | 1 |
-- synthesized netlist by cell type --
cell | n | area, um^2
nand3_2 | 1 | 10.01
nand4_1 | 3 | 18.77
inv_1 | 2 | 7.510
and3_1 | 2 | 12.51
dfxtp_1 | 16 | 320.3
and4_1 | 1 | 8.760
ha_1 | 1 | 12.51
nand3_1 | 3 | 15.01
xnor2_1 | 10 | 87.58
xor2_1 | 4 | 35.03
nor2_1 | 3 | 11.26
nor3_4 | 1 | 16.27
nand2_1 | 5 | 18.77
-- per-stage QoR --
| step | cell area [um^2] | utilization (%) | worst slack, ns | std cells | hold slack [ns] |
|---|---|---|---|---|---|
| floorplan | 574.3 | - | 1.586 | 52 | 0.3819 |
| global placement | 671.9 | 13.07 | 1.447 | 123 | 0.3895 |
| detailed placement | 671.9 | 13.07 | 1.444 | 123 | 0.3962 |
| CTS | 726.9 | 14.14 | 1.168 | 127 | 0.4127 |
| global route | 726.9 | 14.14 | 1.121 | 127 | 0.4429 |
| finish | 726.9 | 14.14 | 1.188 | 127 | 0.4113 |
-- placed cells by master (no fill, tap or decap), types with 2 or more instances in the layout --
cell type,synthesis,routed
xor2_1,4,4
dfxtp_1,16,16
inv_1,2,2
clkbuf_8,0,4
nand3_1,3,3
nor2_1,3,3
xnor2_1,10,10
nand2_1,5,5
and3_1,2,2
nand4_1,3,3
-- power by group through the flow --
| stage | registers (mW) | clock network (mW) | logic (mW) |
|---|---|---|---|
| after CTS | 0.228 | 0.208 | 0.0000000819 |
| after global routing | 0.227 | 0.220 | 0.0000000819 |
| final | 0.228 | 0.202 | 0.0000000819 |
-- cell families after synthesis --
group | count (synthesis)
and+or+nand+nor | 19
DFF | 16
xor gates and xnor gates | 14
buffers and inverters | 2
adders and majority gates | 1
Power is estimated from default activity; no workload was simulated.
