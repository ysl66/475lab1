<file path="flow/design.v">
module read_cycle (latch, count, not_oe, reading, read, write, reset, clk);
	output latch, 
		   count,
		   not_oe,
		   reading;
	input  read, 
		   write,
		   reset,
		   clk;
	reg   latch,
		   count,
		   not_oe,
			reading;
	reg [2:0] ps,
			  ns;
	parameter idle = 3'b000,
			  cycle_1 = 3'b001,
			  cycle_2 = 3'b010,
			  cycle_3 = 3'b011,
			  cycle_4 = 3'b100,
			  cycle_5 = 3'b101,
			  cycle_6 = 3'b110;
	always @(posedge clk)
		begin
			if (reset) ps = idle;
			else ps = ns;
			case (ps)
				idle: 
					begin
						reading = 0;
						latch = 0;
						count = 1;
						not_oe = 1;
						if (read == 1 && write == 0) ns = cycle_1;
						else ns = idle;
					end
				cycle_1:
					begin
						reading = 1;
						latch = 1;
						ns = cycle_2;
					end
				cycle_2:
					begin
						latch = 0;
						count = 0;
						ns = cycle_3;
					end
				cycle_3:
					begin
						not_oe = 0;
						ns = cycle_4;
					end
				cycle_4:
					begin
						count = 1;
						ns = cycle_5;
					end
				cycle_5:
					begin
						not_oe = 1;
						ns = cycle_6;
					end
				cycle_6:
					begin
						if (read == 1) ns = cycle_1;
						else ns = idle;
					end
			endcase
		end
endmodule
</file>
<file path="flow/run.sh">
#!/bin/bash
# OpenROAD 26Q1-2900-gdf79404cd8, Yosys 0.63+post, stock flow scripts
make -C /OpenROAD-flow-scripts/flow DESIGN_CONFIG=/design/flow/config.mk WORK_HOME=/design/flow/orfs finish
</file>
<file path="flow/config.mk">
export PLATFORM = sky130hd
export DESIGN_NAME = read_cycle
export DESIGN_NICKNAME = read_cycle
export VERILOG_FILES = /design/flow/design.v
export SDC_FILE = /design/flow/constraint.sdc
export NUM_CORES = 4
export LEC_CHECK = 1
export CORE_AREA = 10 10 70 70
export DIE_AREA = 0 0 80 80
</file>
<file path="flow/constraint.sdc">
current_design read_cycle

set clk_period 1.9
set clk_io_pct 0.2

create_clock -name clk0 -period $clk_period [get_ports {clk}]

set non_clock_inputs [all_inputs -no_clocks]
set_input_delay [expr $clk_period * $clk_io_pct] -clock clk0 $non_clock_inputs
set_output_delay [expr $clk_period * $clk_io_pct] -clock clk0 [all_outputs]
</file>
==> flow_summary.toml <==
# implementation run metrics
[run_status]
status = "finished clean"

[floorplan]
fp.dieH_um = 80
die_w_um = 80
design.core.area_mm2 = 0.00342
die_area_mm2 = 0.00640
pin_count = 8
rows = 21
fp_util_pct = 12.7

[routing]
wl_um = 730
vias = 306
drt_iter0_markers = 7
first_pass_iters = 4
wl_per_cell_um = 7.77
drt.antenna.violating_nets = 0
drc = 0
diodes = 0
post_drt_via_cell_ratio = 3.26

[critical_path]
path_class = "reg2out"
r2r_cells = 3
reg2reg_slack_ns = 0.50
required_ns = 1.52
r2r-end = "ns[0]"
end_kind = "output port"
critPathBufInv = 1
slowest_delay_ns = 0.47
crit_chain = "clkdlybuf4s50_1"
crit_family = "buffers and inverters"
path_depth = 1
crit_end = "count"
cp.arrival_ns = 1.03
r2r_start = "ns[2]"
start_kind = "flop"
crit_fanout = 1
crit_slowest_cell = "clkdlybuf4s50_1"
crit_start = "count"

[global_routing]
grt_max_degree = 15
grt_usage_pct = 2.34
antenna_found_initial = 0
grt_pass1_wl_mm = 1.21
grt_pass1_vias = 265
grt-ovfl-total = 0

[pwr]
ir_drop_mv = 0.320
power_density_mw_per_mm2 = 816
power_mw = 0.461
leakage_nw = 0.195

[synthesis]
edf_count = 7
flop_cell = "edfxtp_1"
top_area_cell = "edfxtp_1"
synth_area_um2 = 435
synth.distinct_cells = 20
synth.top_cell.area_share_pct = 48.3
ys_cells = 40
ys_area_um2 = 435
most_common_cell = "edfxtp_1"
ys_warn_count = 1
syn_avg_cell_area_um2 = 10.9
topCellsByArea = "edfxtp_1 48%, a21oi_1 5.7%, buf_6 5.2%"
ys.flops = 7
top_cells_by_count = "7 x edfxtp_1, 5 x a21oi_1, 3 x nor2_1, 3 x o21bai_1"
synth-async-reset-ratio_pct = 0
netlist_instances = 40
ys_seq_share_pct = 48.3

[sta]
rsz0062_at_grt = "false"
min_period_ns = 1.41
max_slew_margin_pct = 73.7
fmax_mhz = 710
setup_tns_ns = 0
finalWorstSetupSlack_ns = 0.492
whs_ns = 0.858
final-setup-viol-count = 0
slew_violations = 0
finalCritPeriodShare_pct = 74.1
finalClockSkew_ns = 0.00218
worst_slew_pin_slew_ns = 0.395
hold_viol_final = 0

[cells_and_area]
drive_gt1_share_pct = 18.8
final_util_pct = 16.5
area_growth_pct = 29.6
fill_cells = 386

[place]
post-place-ws_ns = 0.268
place.gp.congestion = 0.761
portBuffers = 7
place_hpwl_um = 527

[cts]
cts_tree = "done"
cts_hold_buf = 0
htree_levels = 1
cts.sinks = 7
root_buffer = "clkbuf_4"
clk-insertion-delay-late_ns = 0.25
cts_buffers = 3
clk_pin_slew_worst_paths_ns = 0.05
post_cts_buffers = 0
cts_resized = 0
clock_path_buffers = 2

[hold_path]
min_path_type = "reg2reg"

[run]
warnings = 25
maxCapViolCount = 0
==> layout make-up <==
type                    instances  area [um^2]  share of cell area, %
flip-flops and latches          7          210                   37.3
well taps                      46         57.6                   10.2
clock buffers                   4         26.3                   4.66
multi-input cells              29          193                   34.1
repair buffers                  8         77.6                   13.7
==> placed cells by master (no fill, tap or decap) <==
cell type,netlist,routed
mux2_2,1,1
nor3b_1,1,1
nor2_1,3,3
a211oi_1,1,1
or2_2,2,2
and4b_1,1,1
or2b_1,1,1
nand2_1,1,1
o21bai_1,3,3
clkbuf_4,0,3
clkbuf_1,0,1
nand3_1,1,1
clkdlybuf4s50_1,0,7
and2b_1,1,1
nor2b_1,2,2
edfxtp_1,7,7
xor2_1,2,2
o21ai_0,2,2
nor2_2,1,1
nor4b_2,1,1
a21oi_1,5,5
buf_4,0,1
==> power breakdown <==
part | internal (mW) | switching (mW)
Combinational | 0.0636 | 0.0312
Sequential | 0.203 | 0.0329
Clock | 0.0798 | 0.0502
==> state kept, by name, indices dropped and copies added (netlist names) <==
register,flops
count,1
latch,1
not_oe,1
ns,3
reading,1
==> per-layer routing <==
layer	share of wire [%]	wire length, um	vias to the layer above	track usage, %
met5	0	0	-	0
li1	-	-	161	-
met1	60	436	132	3.55
met3	7.1	52	2	1.59
met2	32	232	11	2.57
met4	1.1	8	0	0.352
==> how the worst min path moves through the flow <==
| stage | from | endpoint | slack (ns) | depth (start not counted) |
|---|---|---|---|---|
| global route | reset | ns[2] | 0.88 | 2 |
| finish | ns[1] | count | 0.86 | 1 |
| CTS | ns[2] | reading | 0.84 | 1 |
==> metrics by stage <==
stage / cell area [um^2] / std cells
after global routing: 564 / 94
after global placement: 538 / 90
after floorplan: 435 / 40
final: 564 / 94
after detailed placement: 538 / 90
after CTS: 564 / 94
==> cells by family after synthesis <==
group           after synthesis  synth area share (%)
simple gates                 15                  22.7
compound gates               11                  14.9
flops                         7                  48.3
buf+inv                       4                  7.47
xor+xnor                      2                  4.02
mux                           1                  2.59
No activity file was given, so power comes from the tool's default toggle rates.
